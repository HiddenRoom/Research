File: design/flow/design.v
module instructionDecode
(
  input [31:0]    instruction,
  output          _lui,
  output          _auipc,
  output          _jal,
  output          _jalr,
  output          _beq,
  output          _bne,
  output          _blt,
  output          _bge,
  output          _bltu,
  output          _bgeu,
  output          _lb,
  output          _lh,
  output          _lw,
  output          _lbu,
  output          _lhu,
  output          _sb,
  output          _sh,
  output          _sw,
  output          _addi,
  output          _slti,
  output          _sltiu,
  output          _xori,
  output          _ori,
  output          _andi,
  output          _slli,
  output          _srli,
  output          _srai,
  output          _add,
  output          _sub,
  output          _sll,
  output          _slt,
  output          _sltu,
  output          _xor,
  output          _srl,
  output          _sra,
  output          _or,
  output          _and,
  output          _fence,
  output          _ecall,
  output          _ebreak,
  output [31:0]   imm_i,
  output [31:0]   imm_s,
  output [31:0]   imm_b,
  output [31:0]   imm_u,
  output [31:0]   imm_j,
  output [4:0]    shamt,
  output [4:0]    rs2,
  output [4:0]    rs1,
  output [4:0]    rd
);
  wire [6:0] opcode = instruction[6:0];
  wire [6:0] funct7 = instruction[31:25];
  wire [2:0] funct3 = instruction[14:12];
  assign _lui   = (opcode == 7'b0110111);
  assign _auipc = (opcode == 7'b0010111);
  assign _jal   = (opcode == 7'b1101111);
  assign _jalr  = (opcode == 7'b1100111);
  assign _beq   = (opcode == 7'b1100011 && funct3 == 3'b000);
  assign _bne   = (opcode == 7'b1100011 && funct3 == 3'b001);
  assign _blt   = (opcode == 7'b1100011 && funct3 == 3'b100);
  assign _bge   = (opcode == 7'b1100011 && funct3 == 3'b101);
  assign _bltu  = (opcode == 7'b1100011 && funct3 == 3'b110);
  assign _bgeu  = (opcode == 7'b1100011 && funct3 == 3'b111);
  assign _lb    = (opcode == 7'b0000011 && funct3 == 3'b000);
  assign _lh    = (opcode == 7'b0000011 && funct3 == 3'b001);
  assign _lw    = (opcode == 7'b0000011 && funct3 == 3'b010);
  assign _lbu   = (opcode == 7'b0000011 && funct3 == 3'b100);
  assign _lhu   = (opcode == 7'b0000011 && funct3 == 3'b101);
  assign _sb    = (opcode == 7'b0100011 && funct3 == 3'b000);
  assign _sh    = (opcode == 7'b0100011 && funct3 == 3'b001);
  assign _sw    = (opcode == 7'b0100011 && funct3 == 3'b010);
  assign _addi  = (opcode == 7'b0010011 && funct3 == 3'b000);
  assign _slti  = (opcode == 7'b0010011 && funct3 == 3'b010);
  assign _sltiu = (opcode == 7'b0010011 && funct3 == 3'b011);
  assign _xori  = (opcode == 7'b0010011 && funct3 == 3'b100);
  assign _ori   = (opcode == 7'b0010011 && funct3 == 3'b110);
  assign _andi  = (opcode == 7'b0010011 && funct3 == 3'b111);
  assign _slli  = (opcode == 7'b0010011 && funct3 == 3'b001);
  assign _srli  = (opcode == 7'b0010011 && funct3 == 3'b101 && funct7 == 7'b0000000);
  assign _srai  = (opcode == 7'b0010011 && funct3 == 3'b101 && funct7 == 7'b0100000);
  assign _add   = (opcode == 7'b0110011 && funct3 == 3'b000 && funct7 == 7'b0000000);
  assign _sub   = (opcode == 7'b0110011 && funct3 == 3'b000 && funct7 == 7'b0100000);
  assign _sll   = (opcode == 7'b0110011 && funct3 == 3'b001);
  assign _slt   = (opcode == 7'b0110011 && funct3 == 3'b010);
  assign _sltu  = (opcode == 7'b0110011 && funct3 == 3'b011);
  assign _xor   = (opcode == 7'b0110011 && funct3 == 3'b100);
  assign _srl   = (opcode == 7'b0110011 && funct3 == 3'b101 && funct7 == 7'b0000000);
  assign _sra   = (opcode == 7'b0110011 && funct3 == 3'b101 && funct7 == 7'b0100000);
  assign _or    = (opcode == 7'b0110011 && funct3 == 3'b110);
  assign _and   = (opcode == 7'b0110011 && funct3 == 3'b111);
  assign _fence = (opcode == 7'b0001111);
  assign _ecall = (opcode == 7'b1110011 && instruction[20] == 1'b0);
  assign _ebreak = (opcode == 7'b1110011 && instruction[20] == 1'b1);
  assign imm_i = {{21{instruction[31]}}, instruction[30:20]};
  assign imm_s = {{21{instruction[31]}}, instruction[30:25], instruction[11:7]};
  assign imm_b = {{20{instruction[31]}}, instruction[7], instruction[30:25], instruction[11:8], 1'b0};
  assign imm_u = {instruction[31:12], 12'b000000000000};
  assign imm_j = {{12{instruction[31]}}, instruction[19:12], instruction[20], instruction[30:21], 1'b0};
  assign shamt = instruction[24:20];
  assign rs2 = instruction[24:20];
  assign rs1 = instruction[19:15];
  assign rd = instruction[11:7];
endmodule
File: design/flow/run.sh
#!/bin/bash
# OpenROAD 26Q1-2900-gdf79404cd8, Yosys 0.63+post, stock flow scripts
make -C /OpenROAD-flow-scripts/flow DESIGN_CONFIG=/design/flow/config.mk WORK_HOME=/design/flow/orfs finish
File: design/flow/config.mk
export PLATFORM = sky130hd
export DESIGN_NAME = instructionDecode
export DESIGN_NICKNAME = instructionDecode
export VERILOG_FILES = /design/flow/design.v
export SDC_FILE = /design/flow/constraint.sdc
export NUM_CORES = 4
export LEC_CHECK = 1
export CORE_AREA = 10 10 105 105
export DIE_AREA = 0 0 115 115
export SYNTH_HDL_FRONTEND = slang
File: design/flow/constraint.sdc
current_design instructionDecode

set clk_period 2.5
set clk_io_pct 0.2

create_clock -name clk0 -period $clk_period

set non_clock_inputs [all_inputs -no_clocks]
set_input_delay [expr $clk_period * $clk_io_pct] -clock clk0 $non_clock_inputs
set_output_delay [expr $clk_period * $clk_io_pct] -clock clk0 [all_outputs]
==> flow_summary.json <==
{
  "hold_buffers": 0,
  "drt-initial-drc-count": 60,
  "fillCellCount": 919,
  "cpPeakStageDelay_ns": 0.46,
  "ys_area_sq_um": 1750,
  "grt_util_met3": 0.0491,
  "busiest_layer": "met2",
  "overflow": 0,
  "timing.slew.headroom": 0.621,
  "grt_usage": 0.0801,
  "vias_per_cell": 3.66,
  "flops": 0,
  "slew_viol_final": 0,
  "drt_wl_total_microns": 6280,
  "yosysCellCount": 255,
  "flop_area_sq_um": 0,
  "topCellsByArea": "buf_4, nor2_1, and4bb_2, nand3b_1, nor3_1",
  "setup_tns_ns": 0,
  "outcome": "finished clean",
  "ys_seq_frac": 0,
  "cap_violations": 0,
  "p_leak_uw": 0.00109,
  "total_power_uw": 289,
  "synth.distinct_cells": 19,
  "postLayoutCoreUtil": 0.297,
  "numPortBuffers": 174,
  "antenna_found_initial": 0,
  "lay_top_count": "clkdlybuf4s50_1",
  "ant_nets": 0,
  "row_count": 34,
  "fp.dieArea_sq_um": 13200,
  "setup_viol": 0,
  "wl_per_cell_microns": 15.5,
  "worst_hold_path_type": "in -> out",
  "most-common-layout-cells": "clkdlybuf4s50_1, nor2_1, buf_4",
  "dp_hpwl_microns": 5410,
  "fin_crit_sh": 0.982,
  "io_pins": 252,
  "yosys_warnings": 0,
  "hold_viol": 0,
  "die_h_microns": 115,
  "die-width_microns": 115,
  "vias": 1481,
  "cp.arrival_ns": 1.95,
  "drive_above_1_share": 0.205,
  "antenna_cells": 0,
  "crit_path_end_kind": "output pin",
  "worstMarginPinSlew_ns": 0.568,
  "critPathMaxFanout": 4,
  "dr.pass1.iters": 2,
  "largest_area_cell": "buf_4",
  "peakVddDrop_mv": 0.0416,
  "initCoreUtil": 0.200,
  "slowest_stage": "clkdlybuf4s50_1",
  "routabilityCongestion": 0.786,
  "area_delta_synth_final_pct": 48.3,
  "timing.fmax_mhz": 407,
  "top_area_frac": 0.775,
  "syn_inst": 255,
  "grt_pass1_wl_microns": 8790,
  "critical_path_class": "in -> out",
  "power_density_nw_per_um2": 111,
  "core-area_sq_um": 8760,
  "cp.required_ns": 2.00,
  "syn_avg_cell_area_sq_um": 6.88,
  "fin_crit_ns": 2.45,
  "grtUsageMet2": 0.140,
  "grt_pass1_vias": 1512,
  "grt_max_degree": 76,
  "crit_chain": "dlygate4sd2_1, and3b_2, buf_6, nand2_2, and4bb_2, clkdlybuf4s50_1",
  "clock_buffers": 0,
  "start_kind": "input port",
  "syn-cell-area_sq_um": 1750,
  "tool_warnings": 32,
  "met1_usage": 0.0802,
  "drc": 0
}
per-layer routing:
metal / part of all wire / wire (microns)
met1: 0.34 / 2140
met4: 0.019 / 121
met5: 0 / 0
met3: 0.20 / 1270
met2: 0.44 / 2750
stage by stage:
stage               setup WS [ns]  instance area, sq um  hold slack [ns]  instances
finish                     0.0454                  2600             1.00        405
global route             -0.00635                  2600             1.00        405
CTS                        0.0102                  2560             1.00        402
detailed placement         -0.560                  2500             1.00        393
global placement           -0.478                  2500             1.00        393
floorplan                   0.740                  1800             1.01        268
path summary, 6_finish.rpt:
check	from	end	slack, ns	depth (start not counted)
worst max-delay path	instruction[3]	_lui	0.05	6
worst min-delay path	instruction[22]	imm_i[2]	1.00	0
power breakdown:
group	switching [uW]	total, uW	internal, uW
Combinational	80.5	289	208
Sequential	0	0	0
Clock	0	0	0
Total	80.5	289	208
cells in the mapped netlist:
master and n:
buf_4 181, nand3b_1 5, inv_1 2, nor2b_1 1
nand2b_4 1, or3b_2 2, and3b_1 2, nand4_1 4
nor4_1 2, or3_1 1, or3b_1 1, or3b_4 1
nand2_1 4, conb_1 1, nor3_1 6, nand3_1 2
clkbuf_1 1, and4bb_2 3, nor2_1 35
cell families after synthesis:
kind of cell,synth area share
AND/OR/NAND/NOR,0.217
other,0.00214
buffers and inverters,0.781
cell type report:
type / count / area [sq um] / area share
repair buffers: 211 / 1980 / 0.760
multi-input cells: 84 / 482 / 0.185
well taps: 108 / 135 / 0.0519
inverters: 2 / 7.51 / 0.00289
critical path: cells and delay by family:
family / cells / cell delay [ns]
AND/OR/NAND/NOR: 3 / 0.62
buffers and inverters: 3 / 0.82
repair_timing:
action / CTS / global route
setup endpoints to repair: 38 / 18
resized: 44 / 13
buffers inserted: 8 / 3
gates cloned: 1 / 0
pin swaps: 17 / 5
Power and IR drop assume default switching activity.
